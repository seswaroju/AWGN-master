## /design/flow/design.v

```verilog
`timescale 1ns / 1ps
module tausworthe_2(
    input clock,
    input reset,
    output [31:0] random_out,
    output reg valid_out
    );
    wire [31:0] b1,b2,b3;
    wire [31:0] next_S0, next_S1, next_S2;
    reg [31:0] S0_reg, S1_reg, S2_reg;
    assign b1      = (((S0_reg << 13) ^ S0_reg) >> 19);
    assign next_S0 = (((S0_reg & 32'hfffffffe) << 12) ^ b1);
    assign b2      = (((S1_reg << 2 ) ^ S1_reg) >> 25);
    assign next_S1 = (((S1_reg & 32'hfffffff8) << 4 ) ^ b2);
    assign b3      = (((S2_reg << 3 ) ^ S2_reg) >> 11);
    assign next_S2 = (((S2_reg & 32'hfffffff0) << 17) ^ b3);
    assign random_out = S0_reg ^ S1_reg ^ S2_reg;
    always @(posedge clock or posedge reset)
      if (reset)
      begin
        S0_reg <= 32'hf0f0f0f0;
        S1_reg <= 32'hc0c0c0c0;
        S2_reg <= 32'hff00ff00;
        valid_out <= 1'b0;
      end
      else
      begin 
        S0_reg <= next_S0;
        S1_reg <= next_S1;
        S2_reg <= next_S2;
        valid_out <= 1'b1;
      end
endmodule
```

## /design/flow/run.sh

```bash
#!/bin/bash
# OpenROAD 26Q1-2900-gdf79404cd8, Yosys 0.63+post, stock flow scripts
make -C /OpenROAD-flow-scripts/flow DESIGN_CONFIG=/design/flow/config.mk WORK_HOME=/design/flow/orfs finish
```

## /design/flow/config.mk

```make
export PLATFORM = sky130hd
export DESIGN_NAME = tausworthe_2
export DESIGN_NICKNAME = tausworthe_2
export VERILOG_FILES = /design/flow/design.v
export SDC_FILE = /design/flow/constraint.sdc
export NUM_CORES = 4
export LEC_CHECK = 1
export CORE_UTILIZATION = 40
```

## /design/flow/constraint.sdc

```tcl
current_design tausworthe_2

set clk_period 1.4
set clk_io_pct 0.2

create_clock -name clk0 -period $clk_period [get_ports {clock}]

set non_clock_inputs [all_inputs -no_clocks]
set_input_delay [expr $clk_period * $clk_io_pct] -clock clk0 $non_clock_inputs
set_output_delay [expr $clk_period * $clk_io_pct] -clock clk0 [all_outputs]
```

==> Slide: Implementation Results <==
Synthesis and Place & Route Summary

Floorplanning
  – Core footprint: between 0.008 and 0.009 mm²
  – Fp_density: 0.413
  – Die Y: between 90 and 100 µm
  – Full die area: roughly 0.0094 mm²
  – Row Count: 34
  – I/O pin count: 35
  – Die X: between 90 and 100 µm

GRT
  – First-pass GRT wire length: roughly 11000 µm
  – Tot GR Track Use: 0.168
  – Largest net degree at the start of global routing: approximately 50
  – Vias in the first global route: around 2000
  – Global route overflow: 0
  – Initial antenna violation count: 0

Pwr
  – Pwr per Cell Area: slightly above 900 mW/mm²
  – Peak supply drop: around 0.55 mV
  – LEAKAGE: between 2 and 3 nW

Finish
  – Final non-filler cell total: around 420
  – Most used logic cell in the final layout: buf_4
  – Area grow syn2layout: 33.3%
  – Comb. cell area: 0.00112 mm²
  – FF/Latch Area: between 0.002 and 0.0025 mm²
  – Most frequent cells in the layout: buf_4 (89), dfrtp_1 (57), xor2_1 (41)
  – Fillers: between 700 and 800
  – Fin util: 0.551
  – Ratio of cells with drive above 1 in the final layout: 0.567

Worst setup path
  – WP data arrival: around 1.4 ns
  – CP max stage cell: dfstp_2
  – Delay-heaviest family, CP: flip-flops
  – CP Capture Type: output port
  – Crit path required time: around 1.1 ns
  – CP Cell Sequence: xor3_1 > buf_2
  – CP Launch Type: flop
  – Flop-to-flop setup slack: approximately 0.33 ns
  – Crit path max fanout: 2
  – CP bufs+invs: 1
  – Crit Path Class: flop to output port
  – CP max stage delay: about 0.55 ns

Clock tree
  – H-Tree Depth: 3
  – Num CTS Buffers: 9
  – Latency at later pin: between 0.3 and 0.4 ns
  – TritonCTS clock tree: built
  – Clock-pin slew on the worst setup and hold paths: approximately 0.090 ns
  – Clk sinks: 97
  – CTS Hold Bufs: 0
  – Buffers from clock root to sink, at most: 2
  – CTS root buf: clkbuf_8

Place
  – Final HPWL DP: 4870 µm
  – GP Congestion: roughly 0.83
  – Placed cells: approximately 390
  – Port Buffers: 34

Status
  – Failing checks: negative setup slack
  – Status: finished with violations

Detailed routing
  – Routed Antenna Nets: 0
  – 1st-iter DRT viols: 31
  – Antenna fix cells: 0
  – Routed vias/inst: between 4 and 5
  – Drt total wl: 6850 µm
  – Residual DRC: 0
  – Wirelength per Cell: 16.3 µm
  – DR pass1 iterations: 4
  – Vias: roughly 1800

Synthesis
  – Yosys stat chip area: between 0.003 and 0.004 mm²
  – Synth Register Bits: 97
  – Mapped Cells: 172
  – Syn_area_per_cell: 21.0 µm²
  – Post-synth seq share: 0.687
  – Mapped Area: between 0.003 and 0.004 mm²
  – Distinct cells, synth: 6
  – Cell count listed in synth_stat.txt: approximately 170
  – Yosys warning count: 1

Flow run
  – Max cap viols: 0
  – Tool warnings: 27

Final timing
  – Final WS setup: -0.304 ns
  – Min Tclk post-route: approximately 1.7 ns
  – Clock skew: just over 0.008 ns
  – Max Freq: between 500 and 600 MHz
  – RSZ-0062 raised after global routing: true
  – Slew Viols, Final: 0
  – Final setup fails: 32
  – Tcrit/Tclk final: 1.22
  – Final Hold Viols: 0

Worst hold path
  – Hold WC Path Type: input pin to async pin
[power by group]
part,leakage [nW],switching [mW],internal [mW]
combinational,1.46,0.0550,0.0161
clock,0.0895,0.879,0.737
sequential,1.21,0.000226,2.81
[final timing paths]
| check | start | end | cells past startpoint |
|---|---|---|---|
| setup / recovery | S2_reg[13] | random_out[13] | 2 |
| hold / removal | reset | S0_reg[26] | 3 |
| setup reg to reg | S0_reg[31] | S0_reg[12] | 3 |
| hold reg to reg | S1_reg[17] | S1_reg[21] | 0 |
| max in group asynchronous | reset | S0_reg[29] | 3 |
| min in group clk0 | S1_reg[17] | S1_reg[21] | 0 |
[what timing repair did]
action | 4_1_cts | 5_1_grt
pin swaps | 32 | 20
gates resized | 97 | 0
setup buffers | 14 | 5
setup endpoints to repair | 33 | 32
gates cloned | 0 | 0
[layer usage]
metal,GRT usage,vias up,wire (µm)
li1,-,829,-
met1,0.282,898,3140
met2,0.230,53,3060
met3,0.0772,6,583
met4,0.0138,0,64
met5,0,-,0
[cell usage after synthesis, drive strengths merged]
cell | n | area, µm²
dfstp | 40 | 1050
dfrtp | 57 | 1430
xor2 | 41 | 359
conb | 1 | 3.75
inv | 1 | 3.75
xor3 | 32 | 761
[kinds of logic (layout without fill, tap and decap cells)]
family,count (synthesis),count (layout),synth area share
xor gates and xnor gates,73,73,0.311
buffers and inverters,1,141,0.00104
DFF,97,97,0.687
other,1,1,0.00104
[layout make-up]
class	count	share of cell area
Sequential cell	97	0.516
Multi-Input combinational cell	74	0.234
Timing Repair Buffer	125	0.185
Clock buffer	13	0.0331
Tap cell	108	0.0281
Clock inverter	2	0.00287
Inverter	1	0.00156
[metrics by stage]
stage | worst slack, ns | setup TNS (ns) | power [mW] | area (µm²) | hold WS (ns)
2_1_floorplan | 0.00501 | 0 | 2.90 | 3610 | 0.355
3_3_place_gp | -0.258 | -4.62 | 2.93 | 4650 | 0.381
3_5_place_dp | -0.259 | -4.57 | 2.93 | 4650 | 0.380
4_1_cts | -0.353 | -7.46 | 4.55 | 4770 | 0.388
5_1_grt | -0.361 | -7.43 | 4.68 | 4800 | 0.382
6_report | -0.304 | -5.34 | 4.49 | 4800 | 0.380
[worst reg2reg max path: stages (launching register included)]
cell	delay, ns
dfstp_2	0.54
buf_4	0.10
buf_4	0.09
xor2_1	0.24
Power is estimated from default activity; no workload was simulated.
