==> design.v <==
`timescale 1ns / 1ps
module tausworthe_3(
    input clock,
    input reset,
    output [31:0] random_out,
    output reg valid_out
    );
    wire [31:0] b1,b2,b3;
    wire [31:0] next_S0, next_S1, next_S2;
    reg [31:0] S0_reg, S1_reg, S2_reg;
    assign b1      = (((S0_reg << 13) ^ S0_reg) >> 19);
    assign next_S0 = (((S0_reg & 32'hfffffffe) << 12) ^ b1);
    assign b2      = (((S1_reg << 2 ) ^ S1_reg) >> 25);
    assign next_S1 = (((S1_reg & 32'hfffffff8) << 4 ) ^ b2);
    assign b3      = (((S2_reg << 3 ) ^ S2_reg) >> 11);
    assign next_S2 = (((S2_reg & 32'hfffffff0) << 17) ^ b3);
    assign random_out = S0_reg ^ S1_reg ^ S2_reg;
    always @(posedge clock or posedge reset)
      if (reset)
      begin
        S0_reg <= 32'hfffff0f0;
        S1_reg <= 32'hccccc0c0;
        S2_reg <= 32'hffff0000;
        valid_out <= 1'b0;
      end
      else
      begin 
        S0_reg <= next_S0;
        S1_reg <= next_S1;
        S2_reg <= next_S2;
        valid_out <= 1'b1;
      end
endmodule
==> run.sh <==
#!/bin/bash
# OpenROAD 26Q1-2900-gdf79404cd8, Yosys 0.63+post, stock flow scripts
make -C /OpenROAD-flow-scripts/flow DESIGN_CONFIG=/design/flow/config.mk WORK_HOME=/design/flow/orfs finish
==> config.mk <==
export PLATFORM = sky130hd
export DESIGN_NAME = tausworthe_3
export DESIGN_NICKNAME = tausworthe_3
export VERILOG_FILES = /design/flow/design.v
export SDC_FILE = /design/flow/constraint.sdc
export NUM_CORES = 4
export LEC_CHECK = 1
export CORE_UTILIZATION = 50
==> constraint.sdc <==
current_design tausworthe_3

set clk_period 2.2
set clk_io_pct 0.2

create_clock -name clk0 -period $clk_period [get_ports {clock}]

set non_clock_inputs [all_inputs -no_clocks]
set_input_delay [expr $clk_period * $clk_io_pct] -clock clk0 $non_clock_inputs
set_output_delay [expr $clk_period * $clk_io_pct] -clock clk0 [all_outputs]
==> GITHUB_STEP_SUMMARY <==
### Metrics collected by this job

| Metric | Value |
|---|---|
| Min Tclk post-route | ~2100 ps |
| Max-capacitance violation count | 0 |
| DR WL/cell | between 15 and 20 µm |
| Placed cell area | between 4000 and 5000 µm² |
| Antenna Cells | 0 |
| Critical path capture point type | output pin |
| Worst Skew | 10.1 ps |
| CP Launch Type | register |
| R2R Setup Slk | around 1200 ps |
| Number of global-route vias before repair | between 1500 and 2000 |
| Hold_sp | S1_reg[19] |
| OpenROAD warning count | 26 |
| DRT Pass-1 Iters | 3 |
| R2R depth | 2 |
| RSZ-0062 raised after global routing | yes |
| Slew Limit Fails | 0 |
| Rel. slew slack | 62.8% |
| GR Overflow Total | 0 |
| Filler cells | 491 |
| Vias | ~1600 |
| Clock-pin slew on the worst setup and hold paths | roughly 90 ps |
| Power Density | ~660 nW/µm² |
| Die Ht | slightly below 90 µm |
| Post-Place Worst Slack | a little over 300 ps |
| CTS Buf Count | 9 |
| Worst path max stage delay | 550 ps |
| Hold Buf Count CTS | 0 |
| Io pins | 35 |
| Tightest Pin Transition | between 500 and 600 ps |
| All-layer global routing usage | between 20 and 25% |
| Port Buffer Count | 34 |
| Leak Pwr | ~2.3 nW |
| Final setup fails | 0 |
| Clock latency (worst-skew pair) | ~350 ps |
| Worst Path Required | 1760 ps |
| Fmax | 466 MHz |
| Chip area | around 7600 µm² |
| Critical Path AT | 1700 ps |
| Htree depth | 3 |
| Avg Cell Area, Syn | approximately 21 µm² |
| Slowest cell on crit path | dfstp_2 |
| Synth Seq Share | between 60% and 70% |
| Ys Warns | 1 |
| GP Congestion | 0.825 |
| DP HPWL | 4.61 mm |
| First-pass GRT wire length | between 9 and 10 mm |
| Flops after synth | 97 |
| Final WS setup | between 50 and 60 ps |
| DR DRC count | 0 |
| RR Endpoint | S0_reg[8] |
| CORE AREA | approximately 6900 µm² |
| DRT antenna net count | 0 |
| VDD IR-drop max | about 0.00045 V |
| CTS tree | yes |
| Core Density at Floorplan | a little over half |
| Vias per cell | between 4 and 5 |
| Setup CP Type | register to output pin |
| Post-synth cell types | 6 |
| Clock Tree Buf Depth | 2 |
| Largest net degree at the start of global routing | 28 |
| Final period util | approximately 97% |
| Setup crit start | S2_reg[30] |
| Capture point of the worst path | random_out[30] |
| Cell count after synthesis | 172 |
| Outcome | finished clean |
| Layout Utilization | roughly 65% |
| FP Rows | 30 |
| HP Class | register to register |
| Fin area | 4500 µm² |
| Mapped cell area | ~3600 µm² |
| Initial antenna violation count | 0 |
| Min Hold Slack | approximately 380 ps |
| Hold Vio Cnt, Final | 0 |
| Share of cells above drive strength 1 | 38.4% |
| Yosys stat chip area | 3620 µm² |
| Crit path max fanout | 2 |
| FF-to-FF Start | S0_reg[14] |
| Root buffer cell | clkbuf_8 |
| Final wirelength | approximately 6.6 mm |
| CP Cell Sequence | xor3_1 > clkdlybuf4s50_1 |
| Area delta synth->final | 24.4% |
| Iter 0 DRT Violations | 43 |
| Number of clock sinks | around 97 |
| Ys cells | 172 |
| DIE WIDTH | around 87 µm |
==> how the worst min path moves through the flow <==
stage,endpoint,cells past startpoint
after CTS,S1_reg[22],0
after global routing,S1_reg[23],0
final,S1_reg[23],0
==> metal layers <==
layer  up-vias  GRT usage (%)  routed length, µm
li1        693              -                  -
met1       818           34.2               2870
met2        47           29.8               3080
met3         5           8.75                553
met4         0           1.52                 60
met5         -              0                  0
==> through the flow <==
stage / power (mW) / setup TNS [ps] / instances
after global placement: 1.87 / 0 / 305
after CTS: 3.01 / 0 / 328
after global routing: 3.08 / -6.95 / 341
final: 2.98 / 0 / 341
after floorplan: 1.84 / 0 / 172
after detailed placement: 1.87 / 0 / 305
==> cell families after synthesis <==
| kind of cell | Yosys count | synth area share, % |
|---|---|---|
| xor+xnor | 73 | 30.9 |
| buf+inv | 1 | 0.104 |
| flops | 97 | 68.9 |
| other cells | 1 | 0.104 |
==> power breakdown <==
| group | leakage [nW] | switching (mW) | internal, mW |
|---|---|---|---|
| Sequential | 1.16 | 0.000176 | 1.79 |
| Clock | 0.103 | 0.580 | 0.560 |
| Combinational | 1.09 | 0.0369 | 0.0140 |
| Total | 2.35 | 0.617 | 2.36 |
==> worst max-delay path, delay by kind of cell (launching register included) <==
kind	cells	cell delay [ps]
xor gates and xnor gates	1	390
buffers and inverters	1	420
DFF	1	550
==> layout make-up <==
class / instances / area, µm² / area share (%)
Timing Repair Buffer: 57 / 556 / 12.3
Multi-Input combinational cell: 74 / 1120 / 24.9
Clock buffer: 10 / 138 / 3.06
Sequential cell: 97 / 2490 / 55.4
Clock inverter: 6 / 65.1 / 1.44
Inverter: 1 / 7.51 / 0.167
Tap cell: 96 / 120 / 2.67
==> repair_timing <==
item,CTS,global route
setup buffers,7,13
cloned,0,0
pin swaps,3,10
setup endpoints to repair,7,15
gates resized,2,5
==> cells in the mapped netlist (all sizes together) <==
| master | number | area share [%] |
|---|---|---|
| dfstp | 52 | 38 |
| xor3 | 32 | 21 |
| inv | 1 | 0.10 |
| xor2 | 41 | 9.9 |
| conb | 1 | 0.10 |
| dfrtp | 45 | 31 |
==> cell usage in the layout, fill, tap and decap left out, drive strengths merged <==
cell type,synthesis,final
xor2,41,41
clkbuf,0,10
xor3,32,32
dfrtp,45,45
clkinvlp,0,2
buf,0,23
bufinv,0,1
dlymetal6s2s,0,3
conb,1,1
inv,1,2
clkdlybuf4s50,0,29
clkinv,0,2
dfstp,52,52
dlygate4sd2,0,2
Power figures rest on the tool's default switching activity, not on a simulated workload.
